==> flow/run.sh <==
#!/bin/bash
# OpenROAD 26Q1-2900-gdf79404cd8, Yosys 0.63+post, stock flow scripts
make -C /OpenROAD-flow-scripts/flow DESIGN_CONFIG=/design/flow/config.mk WORK_HOME=/design/flow/orfs finish
==> flow/config.mk <==
export PLATFORM = sky130hd
export DESIGN_NAME = Register_File
export DESIGN_NICKNAME = Register_File
export VERILOG_FILES = /design/flow/design.v
export SDC_FILE = /design/flow/constraint.sdc
export NUM_CORES = 4
export LEC_CHECK = 1
export CORE_UTILIZATION = 40
==> flow/constraint.sdc <==
current_design Register_File

set clk_period 26.3
set clk_io_pct 0.2

create_clock -name clk0 -period $clk_period [get_ports {clk}]

set non_clock_inputs [all_inputs -no_clocks]
set_input_delay [expr $clk_period * $clk_io_pct] -clock clk0 $non_clock_inputs
set_output_delay [expr $clk_period * $clk_io_pct] -clock clk0 [all_outputs]
==> flow/design.v <==
`timescale 1ns / 1ns
module Register_File(ReadSelect1, ReadSelect2, address, WriteData, WriteEnable, ReadData1, ReadData2, clk, rst);
    parameter BITSIZE = 32;
    parameter REGSIZE = 32;
    input [$clog2(REGSIZE)-1:0] ReadSelect1, ReadSelect2, address;
    input [BITSIZE-1:0] WriteData;
    input WriteEnable;
    output reg [BITSIZE-1:0] ReadData1, ReadData2;
    input clk, rst;
    reg [BITSIZE-1:0] reg_file [REGSIZE-1:0];    
    initial
    begin
        reg_file[0] = 32'b0;  
    end
    integer i;                                   
    always @(ReadSelect1, reg_file[ReadSelect1])
        begin
            ReadData1 = reg_file[ReadSelect1];
        end
    always @(ReadSelect2, reg_file[ReadSelect2])
        begin
            ReadData2 = reg_file[ReadSelect2];
        end
    always @(posedge clk)
        begin
            if (rst)
                for (i=0; i<REGSIZE; i=i+1) reg_file[i] <= 32'b0;  
            else
            begin
                if (WriteEnable && address != 0)
                    reg_file[address] <= WriteData;  
            end
        end
endmodule
==> impl_metrics.csv <==
group,metric,value,unit
placement,numPlacedInstances,6313,
placement,routabilityCongestion,0.882,
logic_synthesis,yosys-stat-area,0.0559,mm^2
setup_path,worstSetupPathType,"input port to primary output",
clocking,cts_tree,"yes",
placement,placedInstanceArea,0.0587,mm^2
detailed_routing,routed-via-count,37700,
logic_synthesis,synth-seq-cells,1024,
clocking,hold_buffers,0,
layout,largest_register_ffs,1024,
logic_synthesis,top_area_frac,0.550,
setup_path,worst-path-max-fanout,36,
placement,detailed_place_hpwl,106000,um
logic_synthesis,synth.area.top_cells,"edfxtp_1 55%, mux2i_1 18%, and2_1 11%",
sta,max_clock_freq,69.4,MHz
global_route,grtUsageTotal,0.292,
sta,hold_viol_final,0,
logic_synthesis,yosys_most_used_dff,"edfxtp_1",
detailed_routing,drt-initial-drc-count,2386,
detailed_routing,drt.antenna.violating_nets,0,
logic_synthesis,async_set_or_reset_register_ratio_after_synthesis,0,
floorplanning,dieHeight,376,um
sta,worst_pin_slew,0.901,ns
setup_path,cp_slowest_cell,"buf_4",
layout,final_layout_size_suffix_gt1_frac,0.0840,
layout,finish.cell_count_without_fillers,6541,
sta,final.setup.tns,0,ns
clocking,post_cts_resize_count,0,
floorplanning,dieArea,0.141,mm^2
logic_synthesis,synth_warnings,1,
logic_synthesis,synth.cellmix.compoundShare,0.0702,
pwr,power.ir.vdd_worst,0.0612,mV
detailed_routing,drt-pass1-iter-count,6,
logic_synthesis,number_of_distinct_library_cell_variants_in_the_gate_level_netlist_after_synthesis,29,
global_route,grt_overflow,0,
sta,maxSlewViolCount,0,
logic_synthesis,post_synthesis_average_cell_area,12.1,um^2
logic_synthesis,synth_instances,4605,
logic_synthesis,synth-seq-area-share,0.550,
sta,final_worst_path_period_need,14.41,ns
detailed_routing,drc_errors,0,
logic_synthesis,ys_sh_adder,0,
logic_synthesis,post_synth_mux_area_share,0.183,
logic_synthesis,synth_area,0.0559,mm^2
worst_hold_path,hold_depth,2,
global_route,number_of_antenna_violations_at_the_first_check_in_global_routing,8,
run_status,outcome,"complete, no violations",
layout,total_non_filler_cell_area_in_the_finished_layout,0.0625,mm^2
pwr,powerDensity,64.0,mW/mm^2
floorplanning,rows,136,
floorplanning,die_width,376,um
logic_synthesis,simple_gate_area_share_of_the_yosys_netlist,0.157,
clocking,setup_repair_bufs_after_cts,0,
setup_path,timing.critical_path.slowest_cell_delay,0.74,ns
layout,area_growth,11.8,%
setup_path,cp.required,21.04,ns
worst_hold_path,hold_start,"rst",
sta,rsz0062_at_grt,"no",
setup_path,timing.critical_path.cells,"clkdlybuf4s50_1 > and2_4 > buf_4 > buf_4 > a21oi_1 > a31oi_1 > nand3_1 > clkdlybuf4s50_1",
pwr,static-leakage-power,0.0241,uW
floorplanning,core_util_floorplan,0.405,
worst_hold_path,min_delay_worst_endpoint,"reg_file[0][0]",
job,tool_warnings,26,
placement,port_buffers,113,
worst_hold_path,worstHoldPathType,"input port to flop",
logic_synthesis,library_cell_occupying_the_most_area_in_the_post_synthesis_netlist,"edfxtp_1",
floorplanning,core_area,0.138,mm^2
clocking,number_of_levels_in_the_clock_h_tree,3,
global_route,grt_first_pass_wirelength,274000,um
detailed_routing,avgRoutedWirePerCell,29.5,um
setup_path,critical_path_arrival,9.15,ns
logic_synthesis,yosys.area_share.xor_xnor,0,
layout,layout_top_registers,"reg_file: 1024 flops",
logic_synthesis,number_of_standard_cells_reported_by_yosys,4605,
logic_synthesis,synth.cells.most_frequent,"1,024 x edfxtp_1, 1,024 x mux2i_1, 994 x and2_1",
clocking,cts.sink_count,1024,
setup_path,worst_setup_path_end_kind,"primary output",
sta,relative_max_transition_margin,0.400,
logic_synthesis,edf_count,1024,
sta,final_setup_violation_count,0,
clocking,numCtsBuffers,117,
clocking,cts.path.max_buffers,3,
clocking,ctsRootBufferMaster,"clkbuf_16",
clocking,cts.clk_slew.worst_paths,0.06,ns
job,max_cap_violations,0,
detailed_routing,wl,193000,um
logic_synthesis,synth.logic.top_family,"multiplexers",
global_route,grt_pass1_vias,38500,
detailed_routing,avgViaCountPerCell,5.76,
setup_path,cp-start-kind,"input port",
floorplanning,io_pins,114,
global_route,grt_max_degree,91,
layout,largest-register,"reg_file",
sta,period_used_share,0.548,
-- where the power goes --
group / total (uW) / switching [uW] / leakage [uW] / internal (uW)
clock: 1600 / 676 / 0.00180 / 923
combinational: 469 / 299 / 0.0125 / 170
sequential: 1930 / 42.6 / 0.00975 / 1890
-- worst max path at each step --
stage | start | end | slack (ns) | cells after the start
CTS | ReadSelect2[2] | ReadData2[10] | 12.00 | 8
global route | ReadSelect1[1] | ReadData1[24] | 11.82 | 9
finish | ReadSelect2[2] | ReadData2[10] | 11.89 | 8
-- routing by layer --
metal,global-route usage,share of wire
met3,0.196,0.16
met4,0.0975,0.043
met5,0.0172,0.0015
met1,0.364,0.36
met2,0.414,0.44
-- cell usage in the layout, fill, tap and decap left out, drive strengths merged, types with 128 or more instances in the layout --
master	instances
a21oi	192
a22o	128
a22oi	192
and2	994
buf	150
clkbuf	146
edfxtp	1024
mux2i	1024
nand2	196
nand3	194
-- worst max-delay path, delay by kind of cell --
family                 cells  cell delay, ns
AOI/OAI and AO/OA          2            0.48
and+or+nand+nor            2            0.76
buffers and inverters      4            2.50
-- cell families after synthesis --
group / count (synthesis)
muxes: 1024
DFF: 1024
AOI/OAI and AO/OA: 576
buffers and inverters: 446
other: 1
and+or+nand+nor: 1534
-- area by class of cell --
type,count,area (um^2)
Clock inverter,70,676
Multi-Input combinational cell,3166,23300
Clock buffer,146,3040
Tap cell,1863,2330
Antenna cell,12,30.0
Sequential cell,1024,30700
Fill cell,12100,75500
Timing Repair Buffer,260,2330
-- stage by stage --
stage          power (uW)  setup slack, ns  hold slack (ns)  utilization
2_1_floorplan        2230            14.66             5.46            -
3_3_place_gp         2420            12.03             5.88        0.425
3_5_place_dp         2430            12.03             5.88        0.425
4_1_cts              4010            12.00             5.08        0.452
5_1_grt              4120            11.82             5.11        0.452
6_report             4000            11.89             5.12        0.453
Power figures rest on the tool's default switching activity, not on a simulated workload.
