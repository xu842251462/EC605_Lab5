==> ./design.v <==
`timescale 1ns / 1ps
module DataMemory(ReadData, ReadEnable, WriteData, WriteEnable, Address, clk, rst);
    parameter BITSIZE = 64;
    parameter REGSIZE = 64;
    input [$clog2(REGSIZE)-1:0] Address;
    input [BITSIZE-1:0] WriteData;
    input WriteEnable, ReadEnable;
    output reg [BITSIZE-1:0] ReadData;
    input clk, rst;
    reg [BITSIZE-1:0] data_mem_file [REGSIZE-1:0];    
    initial
    begin
        data_mem_file[0] = 64'b0;  
    end
    integer i;                                   
    always @(*)
        begin
            if (ReadEnable && Address != 63)
                ReadData = data_mem_file[Address];
        end
    always @(posedge clk)
        begin
            if (rst)
                for (i=0; i<REGSIZE; i=i+1) data_mem_file[i] <= 32'b0;  
            else
            begin
                if (WriteEnable && Address != 0)
                    data_mem_file[Address] <= WriteData;  
            end
        end
endmodule
==> ./run.sh <==
#!/bin/bash
# OpenROAD 26Q1-2900-gdf79404cd8, Yosys 0.63+post, stock flow scripts
make -C /OpenROAD-flow-scripts/flow DESIGN_CONFIG=/design/flow/config.mk WORK_HOME=/design/flow/orfs finish
==> ./config.mk <==
export PLATFORM = sky130hd
export DESIGN_NAME = DataMemory
export DESIGN_NICKNAME = DataMemory
export VERILOG_FILES = /design/flow/design.v
export SDC_FILE = /design/flow/constraint.sdc
export NUM_CORES = 4
export LEC_CHECK = 1
export CORE_UTILIZATION = 40
==> ./constraint.sdc <==
current_design DataMemory

set clk_period 95.7
set clk_io_pct 0.2

create_clock -name clk0 -period $clk_period [get_ports {clk}]

set non_clock_inputs [all_inputs -no_clocks]
set_input_delay [expr $clk_period * $clk_io_pct] -clock clk0 $non_clock_inputs
set_output_delay [expr $clk_period * $clk_io_pct] -clock clk0 [all_outputs]
==> impl_metrics.json <==
{
  "status": "finished, final reports clean",
  "grt_use_met2_pct": 46.8,
  "root_buffer": "clkbuf_16",
  "ys_warn_count": 1,
  "drive_gt1_share_pct": 11.2,
  "worst_slew_pin_slew_ps": 1430,
  "cts_max_level": 5,
  "antenna_found_initial": 87,
  "gp_congestion": 0.981,
  "leakage_nw": 69.4,
  "grt_pass1_wl_um": 1010000,
  "max_cap_violations": 0,
  "hp-class": "input pin to flop",
  "untimed_endpoints": 128,
  "period_needed_ps": 23670,
  "fmax_ghz": 0.0422,
  "critPathArrivalTime_ps": 24320,
  "vias": 120078,
  "die_w_um": 679,
  "use_met3_pct": 28.9,
  "numCtsBuffers": 435,
  "dieArea_sq_mm": 0.461,
  "crit_type": "input pin to flop",
  "syn_area_sq_mm": 0.183,
  "cts_tree": "yes",
  "busiest_layer": "met2",
  "hold_ws_ps": 18560,
  "grt_usage_pct": 34.6,
  "clkTransAtPathRegs_ps": 60,
  "io_pins": 138,
  "clk_path_buf_depth": 4,
  "use_met1_pct": 37.6,
  "netlist_top_cells_count": "4096 x edfxtp_1, 4035 x and2_1, 1145 x clkbuf_1, 871 x a221oi_1, 673 x a22oi_1",
  "cp.required_ps": 96350,
  "grt_pass1_vias": 121836,
  "hold_viol_final": 0,
  "postCtsSetupBuffers": 0,
  "holdPathStages": 2,
  "wirelength_um": 743000,
  "port_buffers": 137,
  "flop_cell": "edfxtp_1",
  "slew_viol_final": 0,
  "first_pass_iters": 6,
  "relSlewSlack_pct": 4.34,
  "ys.flops": 4160,
  "rows": 248,
  "critPathLaunchType": "input pin",
  "syn_to_final_growth_pct": 11.6,
  "fp_util_pct": 40.2,
  "top_area_cell": "edfxtp_1",
  "warnings": 26,
  "ctsHoldBuffers": 0,
  "wire_per_inst_um": 37.7,
  "synth-edff-count": 4096,
  "hpwl_um": 441000,
  "top_area_share_pct": 67.0,
  "synth_cells": 13512,
  "antenna_left": 0,
  "crit_path_cell_trace": "buf_8 -> buf_4 -> buf_4 -> nor2b_4 -> buf_12 -> nand2_1 -> nor2_4 -> or2_4 -> buf_4 -> buf_4",
  "first_iter_violations": 10080,
  "fin_tns_setup_ps": 0,
  "finalSetupViolations": 0,
  "min_period_over_period_pct": 24.7,
  "irDropWorstVdd_mv": 0.0165,
  "vias_per_cell": 6.09,
  "dieHeight_um": 679,
  "postSynth.asyncResetShare_pct": 0,
  "grt_max_degree": 98,
  "synth.most_common_cell": "edfxtp_1",
  "area_leaders": "edfxtp_1 67%, and2_1 14%, a221oi_1 4.2%",
  "ys_chip_area_sq_mm": 0.183,
  "cp_slowest_cell": "buf_4",
  "grt_overflow": 0,
  "yosysCellCount": 13512,
  "coreArea_sq_mm": 0.456,
  "synth_area_per_cell_sq_um": 13.6,
  "max_stage_delay_ps": 740,
  "critical_path.most_common_cell": "buf_4",
  "cts_resized": 0,
  "fillCellCount": 39386,
  "unclocked_pins": 64,
  "synth_cell_types": 65,
  "worstPathMaxFanout": 93,
  "drc": 0,
  "rsz0062_at_grt": "no",
  "end_kind": "flop",
  "power_density_mw_per_mm2": 19.7
}
==> stage by stage <==
step,setup WS (ps),instances,area [sq um],utilization [%],power [W]
detailed placement,71210,18833,191000,41.9,0.00246
finish,72030,19733,205000,44.9,0.00404
global route,72100,19668,205000,44.8,0.00412
floorplan,74070,13575,184000,-,0.00228
global placement,71230,18833,191000,41.9,0.00245
CTS,72270,19616,204000,44.8,0.00403
==> area by class of cell <==
class                           count  area, sq um  area share (%)
Sequential cell                  4160       124000            60.5
Multi-Input combinational cell   7886        54400            26.6
Clock buffer                      535        11300            5.52
Tap cell                         6125         7660            3.74
Timing Repair Buffer              657         5150            2.52
Clock inverter                    248         1930           0.943
Antenna cell                      117          293           0.143
Inverter                            5         38.8          0.0189
==> power by group <==
group,total [W],switching (W),internal (W)
Combinational,0.000333,0.000256,0.0000770
Sequential,0.00210,0.0000265,0.00207
Clock,0.00161,0.000725,0.000883
Total,0.00404,0.00101,0.00303
==> final timing paths <==
check	startpoint	slack (ps)	end
max	Address[1]	72030	data_mem_file[6][26]
min	WriteData[57]	18560	data_mem_file[32][57]
==> flip-flops by register name (all words and copies together) (netlist names) <==
register,flops
data_mem_file,4096
ReadData,64
==> cells by family (layout without fill, tap and decap cells) <==
logic type | count (synthesis) | count (layout) | synth area share [%]
multiplexers | 393 | 393 | 2.49
buffers and inverters | 1529 | 1445 | 3.36
AND-OR/OR-AND | 2646 | 2646 | 10.9
other | 1 | 181 | 0.00204
AND/OR/NAND/NOR | 4783 | 4783 | 15.7
flip-flops | 4096 | 4096 | 67.0
latches | 64 | 64 | 0.524
==> cells in the final DEF, fill, tap and decap left out, types with 117 or more instances in the layout <==
master     count
a21oi_1      229
a221oi_1     871
a22oi_1      673
and2_1      4032
buf_4        506
clkbuf_16    437
clkinv_1     132
diode_2      117
edfxtp_1    4096
mux2_2       155
mux2i_1      203
nand2_1      136
nor2_1       177
o21ai_0      148
o22ai_1      399
==> routing by layer <==
layer  vias to the layer above  wire (um)
li1                      49931          -
met1                     58751     227000
met2                      9247     319000
met4                       110      49000
met3                      2039     145000
met5                         -       3830
==> critical path: cells and delay by family <==
kind	cells	cell delay, ps
AND/OR/NAND/NOR	4	1750
buffers and inverters	6	3140
Power and IR drop assume default switching activity.
