### /design/flow/config.mk
export PLATFORM = sky130hd
export DESIGN_NAME = Instruction_Memory
export DESIGN_NICKNAME = Instruction_Memory
export VERILOG_FILES = /design/flow/design.v
export SDC_FILE = /design/flow/constraint.sdc
export NUM_CORES = 4
export LEC_CHECK = 1
export CORE_AREA = 10 10 70 70
export DIE_AREA = 0 0 80 80
### /design/flow/design.v
`timescale 1ns / 1ps
module Instruction_Memory(Address, ReadData1);
	parameter BITSIZE = 32;
	parameter REGSIZE = 32;
	input [REGSIZE-1:0] Address;
	output reg [BITSIZE-1:0] ReadData1;
	reg [BITSIZE-1:0] memory_file [0:REGSIZE-1];	 
	always @(Address, memory_file[Address])
        begin
            ReadData1 = memory_file[Address];
        end
    initial
    begin
        memory_file[0] = 32'b0;  
    end
	integer i;
	initial
		begin
			i = 0;
			i = i+1;
			memory_file[i] = 32'b000000000000_00000_111_01100_0110011; 
			i = i+1;
			memory_file[i] = 32'b000000011111_01101_000_01101_0110011; 
			i = i+1;
			memory_file[i] = 32'b000000001011_01011_110_01100_0110011; 
			i = i+1;
			memory_file[i] = 32'b0000000_01011_01011_000_01100_1100011; 
			i = i+1;
			memory_file[i] = 32'b0000000_01011_01011_001_01100_1100011; 
			i = i+1;
			memory_file[i] = 32'b010000001011_01011_000_01100_0110011; 
			i = i+1;
			memory_file[i] = 32'b0000000_01011_01011_010_01100_0100011; 
			i = i+1;
			memory_file[i] = 32'b0000000_01011_01011_010_01100_0000011; 
			i = i+1;
			memory_file[i] = 32'b0000000_01011_01011_000_01100_0110111; 
			i = i+1;
			memory_file[i] = 32'b0000000_01011_01011_000_01100_0010011; 
		end
endmodule
### /design/flow/run.sh
#!/bin/bash
# OpenROAD 26Q1-2900-gdf79404cd8, Yosys 0.63+post, stock flow scripts
make -C /OpenROAD-flow-scripts/flow DESIGN_CONFIG=/design/flow/config.mk WORK_HOME=/design/flow/orfs finish
### /design/flow/constraint.sdc
current_design Instruction_Memory

set clk_period 1.0
set clk_io_pct 0.2

create_clock -name clk0 -period $clk_period

set non_clock_inputs [all_inputs -no_clocks]
set_input_delay [expr $clk_period * $clk_io_pct] -clock clk0 $non_clock_inputs
set_output_delay [expr $clk_period * $clk_io_pct] -clock clk0 [all_outputs]
==> node_exporter_impl.prom <==
# HELP chip_impl_metric Yosys and OpenROAD flow results
# TYPE chip_impl_metric gauge
chip_impl_metric{name="final.min_clock_period",unit="ns"} 1.12
chip_impl_metric{name="final_max_slew_viol_count",unit=""} 0
chip_impl_metric{name="die_width",unit="um"} 80
chip_impl_metric{name="sw_frac_of_total",unit=""} 0.341
chip_impl_metric{name="globalRoute.totalOverflow",unit=""} 0
chip_impl_metric{name="synth_cells",unit=""} 44
chip_impl_metric{name="dieArea",unit="mm^2"} 0.00640
chip_impl_metric{name="detailedRoute.firstIterationViolations",unit=""} 9
chip_impl_metric{name="core_area",unit="mm^2"} 0.00342
chip_impl_info{name="grt_most_used_layer",value="met2"} 1
chip_impl_info{name="most_frequent_cells_after_synthesis",value="buf_4 (20), nor2_1 (7), nand2b_1 (4), nand2_1 (3)"} 1
chip_impl_info{name="setup.worst_path.start_class",value="primary input"} 1
chip_impl_metric{name="grt_first_pass_wirelength",unit="um"} 1520
chip_impl_info{name="critPathMostFrequentCell",value="buf_6"} 1
chip_impl_metric{name="power_frac_seq",unit=""} 0
chip_impl_metric{name="register_share_after_synthesis",unit=""} 0
chip_impl_metric{name="timing.final.ws_setup",unit="ns"} -0.120
chip_impl_metric{name="worst_path_buffer_plus_inverter_count",unit=""} 3
chip_impl_metric{name="syn_area",unit="um^2"} 275
chip_impl_metric{name="synth-area-yosys",unit="um^2"} 275
chip_impl_info{name="cell_type_group_with_the_largest_total_delay_on_the_critical_path",value="simple AND/OR/NAND/NOR gates"} 1
chip_impl_metric{name="wirelength",unit="um"} 1110
chip_impl_metric{name="register_area",unit="um^2"} 0
chip_impl_metric{name="placed_cells_incl_taps",unit=""} 111
chip_impl_metric{name="track_usage",unit=""} 0.0282
chip_impl_metric{name="peak_supply_drop",unit="mV"} 0.0548
chip_impl_metric{name="total_leakage_power",unit="nW"} 0.308
chip_impl_metric{name="critical_path.max_fanout",unit=""} 4
chip_impl_metric{name="net-switching-power",unit="W"} 0.0000658
chip_impl_metric{name="synth.avg_cell_area",unit="um^2"} 6.26
chip_impl_metric{name="synth_top_area_share",unit=""} 0.545
chip_impl_metric{name="post_route_cells_drive_above_1_share",unit=""} 0.529
chip_impl_metric{name="antenna_cells_inserted",unit=""} 0
chip_impl_metric{name="grt_start_max_net_pins",unit=""} 9
chip_impl_metric{name="hold_viol_final",unit=""} 0
chip_impl_metric{name="drt_first_pass_iters",unit=""} 2
chip_impl_info{name="path_type_of_the_worst_setup_path",value="in2out"} 1
chip_impl_info{name="worst_setup_path_end_kind",value="output pin"} 1
chip_impl_info{name="list_of_cells_traversed_by_the_critical_path",value="buf_12 -> or3_4 -> buf_6 -> buf_6"} 1
chip_impl_metric{name="num-clock-buffers",unit=""} 0
chip_impl_metric{name="layout.core_utilization",unit=""} 0.190
chip_impl_metric{name="critical_path.max_stage_delay",unit="ns"} 0.38
chip_impl_metric{name="drtAntennaViolNets",unit=""} 0
chip_impl_metric{name="pwr_density_cell",unit="mW/mm^2"} 298
chip_impl_metric{name="total_number_of_placement_rows",unit=""} 21
chip_impl_metric{name="min_period_over_period",unit=""} 1.12
chip_impl_metric{name="grt_use_met2",unit=""} 0.0449
chip_impl_metric{name="p_clk_frac",unit=""} 0
chip_impl_metric{name="synth-cells-yosys",unit=""} 44
chip_impl_metric{name="combinationalPowerShare",unit=""} 1.000
chip_impl_metric{name="finalSetupTns",unit="ns"} -0.808
chip_impl_metric{name="first_global_vias",unit=""} 306
chip_impl_metric{name="global_route.usage.met1",unit=""} 0.0376
chip_impl_metric{name="layout.sequential_cells",unit=""} 0
chip_impl_info{name="unrepaired_setup_endpoints_after_global_routing",value="yes"} 1
chip_impl_metric{name="finalSetupViolCount",unit=""} 10
chip_impl_metric{name="globalplace.congestion",unit=""} 0.660
chip_impl_metric{name="fp.dieH",unit="um"} 80
chip_impl_info{name="critical-path-slowest-cell",value="or3_4"} 1
chip_impl_info{name="synth.most_common_cell",value="buf_4"} 1
chip_impl_metric{name="floorplan_core_density",unit=""} 0.0806
chip_impl_metric{name="route.detailed.drc",unit=""} 0
chip_impl_metric{name="io_buffer_count",unit=""} 26
chip_impl_info{name="holdCritPathClass",value="in2out"} 1
chip_impl_info{name="violations_in_the_final_reports",value="setup timing"} 1
chip_impl_metric{name="highest_attainable_clock_frequency",unit="GHz"} 0.893
chip_impl_metric{name="worst_hold_slack",unit="ns"} 0.652
chip_impl_metric{name="stdcell_count",unit=""} 116
chip_impl_metric{name="io_pins",unit=""} 64
chip_impl_metric{name="cp_data_arrival_time",unit="ns"} 0.92
chip_impl_metric{name="flow.area_growth_from_synthesis",unit="%"} 135
chip_impl_metric{name="cellInternalPower",unit="W"} 0.000127
chip_impl_metric{name="num-fill-cells",unit=""} 372
chip_impl_metric{name="met3_usage",unit=""} 0.0102
chip_impl_info{name="status",value="complete, but fails checks"} 1
chip_impl_metric{name="routed_via_density",unit=""} 2.73
chip_impl_metric{name="routed-via-count",unit=""} 317
chip_impl_metric{name="maxCapViolations",unit=""} 0
chip_impl_metric{name="finalPower",unit="W"} 0.000193
chip_impl_metric{name="warning_count",unit=""} 62
chip_impl_metric{name="netlist-cell-type-count",unit=""} 14
chip_impl_metric{name="cp_data_required_time",unit="ns"} 0.80
chip_impl_metric{name="grt_antenna_before_repair",unit=""} 0
chip_impl_info{name="top_area_cell",value="buf_4"} 1
chip_impl_info{name="main_area_contributors_after_synthesis",value="buf_4 (55%), nor2_1 (9.5%), nand2b_1 (9.1%), buf_6 (4.1%), nand2_1 (4.1%)"} 1
chip_impl_metric{name="routedWlPerCell",unit="um"} 9.60
chip_impl_metric{name="synth_warnings",unit=""} 1
-- through the flow --
step	setup WS [ns]	instance area (um^2)
after floorplan	0.0309	314
after global placement	-0.913	523
after detailed placement	-0.913	523
after CTS	-0.191	609
after global routing	-0.134	648
final	-0.120	648
-- logic make-up after synthesis --
kind of cell           after synthesis  share of synthesized area
other                                1                     0.0136
and+or+nand+nor                     18                      0.314
AOI/OAI and AO/OA                    3                     0.0727
buffers and inverters               22                      0.600
-- layer usage --
layer  up-vias  wire [um]
met3         0        145
met1       134        531
met2        24        437
met4         0          0
li1        159          -
met5         -          0
-- area by class of cell --
class	count	area [um^2]	area share
Timing Repair Buffer	38	384	0.593
Tap cell	46	57.6	0.0888
Multi-Input combinational cell	31	203	0.313
Inverter	1	3.75	0.00579
-- power by group through the flow --
stage,clock [W],combinational (W),sequential (W)
4_1_cts,0,0.000177,0
5_1_grt,0,0.000212,0
6_report,0,0.000193,0
-- final timing paths --
kind,cells past startpoint,slack (ns),from,endpoint
max,4,-0.12,Address[2],ReadData1[21]
min,3,0.65,Address[3],ReadData1[22]
-- timing repair --
item	4_1_cts	5_1_grt
setup endpoints to repair	22	16
hold buffers	0	0
pin swaps	3	3
setup buffers	5	2
resized	97	11
-- worst min-delay path, cell delays in order --
cell and delay [ns]:
buf_12 0.10, nor3_4 0.05, buf_2 0.10
-- cells in the final DEF (no fill, tap or decap), drive strengths merged --
cell type,count
or3,1
and2,1
a31oi,1
nor2b,1
o21ai,1
conb,10
nor3,1
dlygate4sd2,6
nor2,7
clkdlybuf4s15,4
nand2,3
nand2b,4
a22o,1
buf,28
inv,1
Power figures rest on the tool's default switching activity, not on a simulated workload.
